[run.sh]
#!/bin/bash
# OpenROAD 26Q1-2900-gdf79404cd8, Yosys 0.63+post, stock flow scripts
make -C /OpenROAD-flow-scripts/flow DESIGN_CONFIG=/design/flow/config.mk WORK_HOME=/design/flow/orfs finish
[config.mk]
export PLATFORM = sky130hd
export DESIGN_NAME = traffic_light_controller
export DESIGN_NICKNAME = traffic_light_controller
export VERILOG_FILES = /design/flow/design.v
export SDC_FILE = /design/flow/constraint.sdc
export NUM_CORES = 4
export LEC_CHECK = 1
export CORE_AREA = 10 10 74 74
export DIE_AREA = 0 0 84 84
[constraint.sdc]
current_design traffic_light_controller

set clk_period 1.8
set clk_io_pct 0.2

create_clock -name clk0 -period $clk_period [get_ports {clk}]

set non_clock_inputs [all_inputs -no_clocks]
set_input_delay [expr $clk_period * $clk_io_pct] -clock clk0 $non_clock_inputs
set_output_delay [expr $clk_period * $clk_io_pct] -clock clk0 [all_outputs]
[design.v]
module traffic_light_controller
(
       input N_Sensor,S_Sensor,E_Sensor,W_Sensor,
       input clk,reset,NS_pedestrian_button,EW_pedestrian_button,
       output reg[2:0] NS_direction,EW_direction,
       output reg NS_pedestrian_Signal,EW_pedestrian_Signal
);
reg [1:0]state;
reg [3:0]timer;
localparam NS_GREEN  = 2'b00;
localparam NS_YELLOW = 2'b01;
localparam EW_GREEN  = 2'b10;
localparam EW_YELLOW = 2'b11;
always @(posedge clk or posedge reset)
begin
  if (reset)
  begin
  state <= NS_GREEN;
  timer <= 4'b0000;
  end
else 
begin
 case (state)
  NS_GREEN: begin
  NS_direction <= 3'b001;  
  EW_direction <= 3'b100;
  timer <= timer + 1;
  if (timer >= 10 || (N_Sensor == 0 && S_Sensor == 0)) 
begin  
   state <= NS_YELLOW;
   timer <= 4'b0000;
end
   end
   NS_YELLOW: begin
   NS_direction <= 3'b010;  
   EW_direction <= 3'b100;
   timer <= timer + 1;
   if (timer >= 10)
begin  
   state <= EW_GREEN;
   timer <= 4'b0000;
end
   end
   EW_GREEN: begin
   NS_direction <= 3'b100;  
   EW_direction <= 3'b001;
   timer <= timer + 1;
   if (timer >= 10 || (E_Sensor == 0 && W_Sensor == 0)) 
begin
   state <= EW_YELLOW;
   timer <= 4'b0000;
end
   end
   EW_YELLOW: begin
   NS_direction <= 3'b100;  
   EW_direction <= 3'b010;
   timer <= timer + 1;
   if (timer >= 10) 
begin
   state <= NS_GREEN;
   timer <= 4'b0000;
end
   end
   endcase
   if (NS_pedestrian_button && state == EW_GREEN) 
begin
   NS_pedestrian_Signal <= 1; 
end
   else
begin
   NS_pedestrian_Signal <= 0; 
end
if (EW_pedestrian_button && state == NS_GREEN)
begin
    EW_pedestrian_Signal <= 1;  
end 
  else 
begin
  EW_pedestrian_Signal <= 0; 
end
  end
end
endmodule
==> impl_metrics.json <==
{
  "final_cell_area_sq_um": 913,
  "outcome": "finished, final reports clean",
  "die_h_um": 84,
  "cts_buffer_depth": 2,
  "syn_area_sq_um": 652,
  "wire_per_inst_um": 10.3,
  "ys_area_sq_um": 652,
  "overflow": 0,
  "slew_headroom_pct": 78.8,
  "dpl.hpwl_um": 954,
  "clk_pin_slew_worst_paths_ns": 0.06,
  "vias": 438,
  "final-comb-area_sq_um": 188,
  "cts_tree": "built",
  "min_period_ns": 1.49,
  "drt_iter0_markers": 30,
  "stdcell_count": 118,
  "finalCritPeriodShare_pct": 82.9,
  "avgViaCountPerCell": 3.71,
  "vdd_drop_max_v": 0.000364,
  "hold_ws_ns": 0.499,
  "die_w_um": 84,
  "final.setup.tns_ns": 0,
  "r2r_end": "state[2]$_DFF_PP0_",
  "ff2ff_setup_slack_ns": 0.41,
  "worst_pin_slew_ns": 0.318,
  "skew_ns": 0.00433,
  "rows": 23,
  "rr_startpoint": "timer[0]$_DFF_PP0_",
  "setup_viol": 0,
  "drcViolationCount": 0,
  "cts-root-buf": "clkbuf_8",
  "cts_resized": 0,
  "core_sq_um": 3970,
  "portBuffers": 15,
  "warnings": 26,
  "placed_cells": 114,
  "async_flop_share_pct": 50.0,
  "synth-edff-count": 8,
  "maxSlewViolCount": 0,
  "postPlaceCellArea_sq_um": 868,
  "min_path_type": "reg -> reg",
  "die_area_sq_um": 7060,
  "ys_seq_share_pct": 67.8,
  "maxCapViolations": 0,
  "grt_pass1_wl_um": 2100,
  "yosys_most_used_dff": "edfxtp_1",
  "final_antenna_net_count": 0,
  "grt_max_degree": 10,
  "power.density_nw_per_um2": 1360,
  "fmax_ghz": 0.670,
  "rsz0062_at_grt": "false",
  "cts-htree-levels": 1,
  "synth_flop_count": 16,
  "area_growth_pct": 40.1,
  "drt_pass1_iterations": 4,
  "most_common_cell": "edfxtp_1",
  "cts.sinks": 16,
  "ys_types": 22,
  "yosysTopAreaCell": "edfxtp_1",
  "critPathArrivalTime_ns": 1.61,
  "post_cts.repair.setup_buffers": 0,
  "endpoint": "timer[2]$_DFF_PP0_",
  "antenna_found_initial": 0,
  "postRouteWirelength_um": 1220,
  "power.leakage_uw": 0.000353,
  "ys_cells": 50,
  "gp_congestion": 0.765,
  "hold_viol_final": 0,
  "cp.required_ns": 1.92,
  "area.sequential_sq_um": 442,
  "startpoint": "W_Sensor",
  "io_pins": 16,
  "syn_inst": 50,
  "hold_buffers": 0,
  "grt_pass1_vias": 440,
  "n_antenna_cell": 0,
  "nFillCells": 422,
  "initCoreUtil_pct": 16.4,
  "drive_gt1_share_pct": 11.8,
  "top_cells_by_count": "edfxtp_1 (8), dfrtp_1 (7), nor3_1 (4), o21ai_0 (4)",
  "clock_latency_ns": 0.24,
  "endpoint_kind": "flop",
  "reg2regPathDepth": 6,
  "syn_area_per_cell_sq_um": 13.0,
  "grt_usage_pct": 3.48,
  "crit_type": "in -> reg",
  "topCellsByArea": "edfxtp_1 (37%), dfrtp_1 (27%), dfstp_2 (4.0%)",
  "path_max_fanout": 4,
  "top_cell_area_share_pct": 36.9,
  "cts_inserted_buffers": 3,
  "start_kind": "input pin",
  "synth_warnings": 1
}
==> metrics by stage <==
step | util (%) | power [uW] | worst slack (ns)
floorplan | - | 825 | 0.447
global placement | 21.9 | 971 | 0.0711
detailed placement | 21.9 | 985 | 0.0699
CTS | 23.0 | 1260 | 0.315
global route | 23.0 | 1340 | 0.209
finish | 23.0 | 1240 | 0.308
==> cells in the final DEF (no fill, tap or decap) <==
cell / instances
edfxtp_1: 8
and2_1: 1
o21ai_1: 2
nor2_1: 2
nand3_1: 1
a211oi_2: 1
and2_2: 1
clkbuf_1: 1
xor2_1: 1
or3_1: 1
o31ai_1: 1
clkdlybuf4s50_1: 15
a22o_1: 2
nor3_1: 4
inv_1: 3
nand2_1: 2
clkbuf_8: 3
xnor2_1: 1
buf_4: 2
dfrtp_1: 7
or3b_1: 1
o31a_1: 1
o21ai_0: 4
dfstp_2: 1
ha_1: 2
==> per-layer routing <==
metal,wire length [um],GRT usage (%),vias up
met3,133,1.67,0
met5,0,0,-
met1,511,4.06,211
met4,0,0.457,0
met2,572,5.78,14
li1,-,-,213
==> area by class of cell <==
type / instances / share of cell area, %
flip-flops and latches: 16 / 48.4
well taps: 50 / 6.85
inverters: 3 / 1.23
multi-input cells: 28 / 20.5
clock buffers: 4 / 4.93
repair buffers: 17 / 18.1
==> how the worst min path moves through the flow <==
stage                      start  slack, ns            endpoint  cells past startpoint
CTS           state[0]$_DFF_PP1_       0.51  state[0]$_DFF_PP1_                      2
global route  state[0]$_DFF_PP1_       0.54  state[0]$_DFF_PP1_                      2
finish        state[0]$_DFF_PP1_       0.50  state[0]$_DFF_PP1_                      2
==> cells by family (layout without fill, tap and decap cells) <==
group / after synthesis / in the layout / synth area share [%]
AOI/OAI and AO/OA: 11 / 11 / 11.7
buffers and inverters: 6 / 24 / 3.45
DFF: 16 / 16 / 67.8
xor gates and xnor gates: 2 / 2 / 2.69
and+or+nand+nor: 13 / 13 / 10.6
adders and majority gates: 2 / 2 / 3.84
==> flip-flops by register name, summed over array words and instances (netlist names) <==
signal                flops
EW_direction              3
timer                     4
NS_pedestrian_Signal      1
state                     4
EW_pedestrian_Signal      1
NS_direction              3
==> critical path, stage by stage <==
cell and delay, ns:
clkdlybuf4s50_1 0.45, or3b_1 0.41, a211oi_2 0.30, nor3_1 0.09
==> power breakdown <==
part,total (uW),switching [uW],internal (uW)
registers,638,102,536
clock network,267,111,156
logic,333,131,202
total,1240,343,895
Power figures rest on the tool's default switching activity, not on a simulated workload.
