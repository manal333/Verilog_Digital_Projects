--- flow/config.mk ---
export PLATFORM = sky130hd
export DESIGN_NAME = digital_combination_lock
export DESIGN_NICKNAME = digital_combination_lock
export VERILOG_FILES = /design/flow/design.v
export SDC_FILE = /design/flow/constraint.sdc
export NUM_CORES = 4
export LEC_CHECK = 1
export CORE_AREA = 10 10 70 70
export DIE_AREA = 0 0 80 80
--- flow/constraint.sdc ---
current_design digital_combination_lock

set clk_period 1.5
set clk_io_pct 0.2

create_clock -name clk0 -period $clk_period [get_ports {clk}]

set non_clock_inputs [all_inputs -no_clocks]
set_input_delay [expr $clk_period * $clk_io_pct] -clock clk0 $non_clock_inputs
set_output_delay [expr $clk_period * $clk_io_pct] -clock clk0 [all_outputs]
--- flow/run.sh ---
#!/bin/bash
# OpenROAD 26Q1-2900-gdf79404cd8, Yosys 0.63+post, stock flow scripts
make -C /OpenROAD-flow-scripts/flow DESIGN_CONFIG=/design/flow/config.mk WORK_HOME=/design/flow/orfs finish
--- flow/design.v ---
module digital_combination_lock
(
       input [3:0] Password,
       input clk,reset,
       output reg Led_on,Lock
);
  reg Correct_Password = 4'b0000;
  reg [1:0]count;
  always @(posedge clk ,posedge reset )
  begin 
    if(reset)
    begin 
    count <= 2'b00;
    Led_on <= 0;
    Lock <= 0;
    end 
    else
    begin
    if(Password == Correct_Password)
    begin
    Led_on <= 1;
    Lock <= 0;
    end 
    else
    begin 
    Led_on <= 0;
    count <= count + 1;
    if(count >= 2'b11)
    begin 
    Lock <= 1;
    end
    end
    end
  end
endmodule 
==> CHANGELOG.md <==
### Implementation results

- Status: complete, no violations
- Syn Area/Cell: 15.36 µm²
- Via count: ~120
- GRT Residual Overflow: 0
- Startpoint Class: register
- Post-CTS Setup Inserts: 0
- Arrival @ worst endpoint: 1040 ps
- Worst slew margin: between 80 and 90%
- Clk_skew: roughly 2.1 ps
- # placed instances: roughly 65
- Total track usage: roughly 1.4%
- Fin crit share: 89.21%
- Sequential fraction of the synthesis area: between 50% and 60%
- Total die area: roughly 0.0064 mm²
- Worst reg-to-reg setup slack: around 440 ps
- Setup violators final: 0
- Routability cong.: between 0.6 and 0.7
- Post-Syn Instances: 11
- Die Height: roughly 80 µm
- Num CTS Buffers: 3
- First-pass DRT Iterations: 2
- Share of cells above drive strength 1: between 20% and 30%
- Crit path required time: roughly 1200 ps
- Initial antenna violation count: 0
- Antenna-violating nets left: 0
- Pwr Total: about 0.43 mW
- Initial DRC Count: 2
- PwrDens: ~1300 mW/mm²
- CP Cell Sequence: clkdlybuf4s50_1
- OpenROAD warning count: 25
- Number of max-cap violations: 0
- Critical Path Slowest Stage Cell: clkdlybuf4s50_1
- CTS Root Cell: clkbuf_4
- Worst ir drop on vdd: approximately 220 µV
- Endpoint class of the critical path: output port
- Syn-to-layout area delta: 93.33%
- Max Buffers Root-to-Sink: 2
- Pin count of the biggest net entering global routing: 5
- Final setup TNS: 0 ps
- Max Slew Vio Count: 0
- PortBufs: 7
- Skew-Pair Late Insertion Delay: between 200 and 250 ps
- Core ar.: ~0.0034 mm²
- Non-Filler Instances: a little under 70
- CP max FO: 2
- Yosys cell types: 7
- Hold Buf Count CTS: 0
- Least-Margin Pin Slew: 262.4 ps
- Final Hold Viols: 0
- Vias in the first global route: about 170
- # H-tree levels: 1
- Wirelength per Cell: between 5 and 6 µm
- Flops after synth: 4
- Main area contributors: dfrtp_1 (59%), nor4_4 (13%), mux2_4 (8.9%), ha_1 (7.4%), xnor2_1 (5.2%)
- CTS tree: yes
- DRC viols: 0
- # Cells Yosys: 11
- Syn Std Cell Area: roughly 170 µm²
- Die width: approximately 80 µm
- First-pass GRT wire length: just under 700 µm
- Synth Warn #: 1
- Buffer and inverter count on the worst path: 1
- Yosys stat chip area: about 170 µm²
- Core Util, Final: a little under a tenth
- Critical path's largest stage delay: roughly 480 ps
- Routed WL: 363 µm
- Crit Path Class: register to output port
- RSZ-0062 raised after global routing: no
- Max Fclk: 747.3 MHz
- Clock period minus worst slack: about 1300 ps
- Leak Pwr: about 0.12 nW
- IO Pins: 8
- Clock sink count: 4
- Num rows: 21
- Vias/cell: 1.721
- FP Core Util: between 4 and 5%
- Top cell family by delay on the critical path: buffers and inverters
- Top-area cell type share of the netlist area: about three fifths
- Area leader, netlist: dfrtp_1
- Clock Pin Slew Worst Setup and Hold Paths: ~40 ps
- Resized cells post-CTS: 0
- Number of diodes: 0
- Min-delay worst type: primary input to asynchronous set/reset pin
==> power by group <==
part | switching (mW) | internal [mW] | leakage (nW)
combinational | 0.0357 | 0.0903 | 0.0607
sequential | 0.0255 | 0.150 | 0.0471
clock | 0.0417 | 0.0893 | 0.0138
total | 0.103 | 0.329 | 0.122
==> kinds of logic after synthesis <==
family | share of synthesized area [%]
adders and majority gates | 7.406
DFF | 59.26
xor gates and xnor gates | 5.186
muxes | 8.886
buffers and inverters | 2.220
and+or+nand+nor | 17.04
==> final timing paths <==
check	start	to	cells past startpoint
setup / recovery	Lock$_DFFE_PP0P_	Lock	1
hold / removal	reset	Led_on$_DFF_PP0_	2
setup reg to reg	count[0]$_DFFE_PP0P_	count[1]$_DFFE_PP0P_	2
hold reg to reg	count[0]$_DFFE_PP0P_	count[0]$_DFFE_PP0P_	1
max in group asynchronous	reset	Lock$_DFFE_PP0P_	2
min in group clk0	count[0]$_DFFE_PP0P_	count[0]$_DFFE_PP0P_	1
==> per-layer routing <==
| layer | vias to the layer above | track usage [%] | share of wire, % |
|---|---|---|---|
| li1 | 58 | - | - |
| met1 | 47 | 1.402 | 47 |
| met2 | 10 | 1.525 | 25 |
| met3 | 2 | 1.818 | 24 |
| met4 | 0 | 0.7042 | 3.6 |
| met5 | - | 0 | 0 |
==> through the flow <==
| stage | hold WS (ps) | cell area (µm²) | setup WS (ps) |
|---|---|---|---|
| final | 256.5 | 326.6 | 161.8 |
| after floorplan | 66.08 | 168.9 | 411.1 |
| after CTS | 257.3 | 326.6 | 140.0 |
| after detailed placement | 473.9 | 304.0 | -45.85 |
| after global placement | 464.7 | 304.0 | -25.44 |
| after global routing | 265.0 | 326.6 | 102.1 |
==> cells in the mapped netlist (all sizes together) <==
library cell  instances
inv                   1
ha                    1
nor2                  2
nor4                  1
xnor2                 1
dfrtp                 4
mux2                  1
==> layout make-up <==
cell class	instances	area, µm²
timing repair buffer	8	77.57
fill	400	3089
inverter	1	3.754
multi-input combinational	6	65.06
sequential	4	100.1
tap	46	57.56
clock buffer	3	22.52
==> state kept, by name, summed over array words and instances (netlist names) <==
name    cells
Led_on      1
count       2
Lock        1
==> cells in the final DEF (no fill, tap or decap), drive strengths merged <==
cell / netlist / final
clkdlybuf4s50: 0 / 7
dfrtp: 4 / 4
clkbuf: 0 / 3
nor2: 2 / 2
nor4: 1 / 1
xnor2: 1 / 1
mux2: 1 / 1
inv: 1 / 1
ha: 1 / 1
buf: 0 / 1
Power is estimated from default activity; no workload was simulated.
